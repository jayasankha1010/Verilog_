--- design/flow/run.sh ---
#!/bin/bash
# OpenROAD 26Q1-2900-gdf79404cd8, Yosys 0.63+post, stock flow scripts
make -C /OpenROAD-flow-scripts/flow DESIGN_CONFIG=/design/flow/config.mk WORK_HOME=/design/flow/orfs finish
--- design/flow/config.mk ---
export PLATFORM = sky130hd
export DESIGN_NAME = ALU
export DESIGN_NICKNAME = ALU
export VERILOG_FILES = /design/flow/design.v
export SDC_FILE = /design/flow/constraint.sdc
export NUM_CORES = 4
export LEC_CHECK = 1
export CORE_UTILIZATION = 50
export SYNTH_HDL_FRONTEND = slang
--- design/flow/constraint.sdc ---
current_design ALU

set clk_period 26.3
set clk_io_pct 0.2

create_clock -name clk0 -period $clk_period

set non_clock_inputs [all_inputs -no_clocks]
set_input_delay [expr $clk_period * $clk_io_pct] -clock clk0 $non_clock_inputs
set_output_delay [expr $clk_period * $clk_io_pct] -clock clk0 [all_outputs]
--- design/flow/design.v ---
module ALU ( 
  input [2:0] Op_code,
  input [31:0] A, B,
  output reg [31:0] Y
);
always @*
case(Op_code)
	3'b000 :  Y<= A;
	3'b001 :  Y<= A+B;
	3'b010 :  Y<= A-B;
	3'b011 :  Y<= A & B;
	3'b100 :  Y<= A | B;
	3'b101 :  Y<= A+1;
	3'b110 :  Y<= A-1;
	3'b111 :  Y<= B;
endcase
endmodule
==> reports/results.txt <==
Non-filler instance count after layout: 727
Worst-path cell chain: clkdlybuf4s50_1, buf_4, inv_1, and3_2, a221oi_1, ha_1, a21oi_1, o21ai_0, a211oi_1, a31oi_1, a221oi_1, o22a_1, a31oi_1, a221o_1, clkdlybuf4s50_1
Area occupied by registers: 0 sq um
Global-route wire length before repair: 19950 um
Cell total after placement: 727
Worst-case setup margin in the final layout: 10.63 ns
Final ANT Viol Nets: 0
Power per standard cell area: 27.41 mW/mm^2
I/O pin count: 99
Area after detailed placement: 0.004718 sq mm
And+or+nand+nor area frac: 23.99%
Tally of clock buffers in the finished layout: 0
Iteration count of the initial detailed-routing pass: 5
Number of distinct library cell variants in the gate-level netlist after synthesis: 67
HPWL reported at the end of detailed placement: 9303 um
Vias after detailed routing: 4534
Fraction of the core area occupied by cells at floorplan: 51.54%
Peak supply drop: 17.51 uV
Total tool warning count: 33
Antenna Cells: 0
Hold/Removal Path Class: input port to output port
Largest cells by area after synthesis: sky130_fd_sc_hd__ha_1 11%, sky130_fd_sc_hd__xnor2_1 9.2%, sky130_fd_sc_hd__a21oi_1 8.2%, sky130_fd_sc_hd__nand2_1 7.4%, sky130_fd_sc_hd__a221oi_1 6.4%
Final weighted congestion of routability-driven global placement: 0.9822
Synthesis-to-layout area growth: 26.88%
Synthesized area divided by synthesized cell count: 6.628 sq um
Slew of the pin with the lowest slew margin: 0.8424 ns
Average routed wire per standard cell: 17.04 um
Core footprint: 0.007214 sq mm
Final-layout fill cell count: 648
Mux contribution to synthesized area: 3.331%
Row Count: 31
Sum Neg Setup Slack: 0 ns
Crit Path Category: input port to output port
Result of the run: completed
Post-Place Setup Slack: 10.72 ns
Final count of hold timing violations: 0
Yosys warning total: 0
Max-slew headroom: 43.36%
Amount of wire on met2 after detailed routing: 5301 um
Xor/xnor share of the synthesized area: 12.69%
Compound-cell area share of the yosys netlist: 41.39%
IO Port Bufs: 99
Vias in the first global route: 3957
Metal3 WL: 926 um
Initial drt markers: 320
Beginning of the critical path: Op_code[1]
Overall die height: 88.24 um
Commonest cells in the synthesized netlist: 73 x sky130_fd_sc_hd__nand2_1, 61 x sky130_fd_sc_hd__a21oi_1, 45 x sky130_fd_sc_hd__o21ai_0
Post-route fraction of the period consumed by the critical path: 59.59%
Detailed-route wire length: 12390 um
Area of all placed cells without fillers: 0.004718 sq mm
Post-cts resize count: 0
Pin count of the biggest net entering global routing: 40
Number of standard cells reported by yosys: 561
Comb area leader: AND-OR/OR-AND gates
Max Clock Freq: 0.06381 GHz
Number of remaining DRC errors: 0
Min cycle time layout: 15.67 ns
Final slew viol count: 0
Sequential cell count: 0
Startpoint type of the worst setup path: input port
DRT met1 WL: 6066 um
Area of the die: 0.007786 sq mm
Maximum fanout encountered on the critical timing path: 39
Post-synthesis share of cell area spent on full adders, half adders and majority gates: 11.31%
Overflow after GRT: 0
Hold wc startpoint: A[3]
Share of synthesized area occupied by flip-flops and latches: 0%
Post-synthesis cell type with the largest combined area: sky130_fd_sc_hd__ha_1
Synthesized instance count: 561
Type of destination of the critical path: output port
Number of setup violations in the final report: 0
Die width: 88.24 um
Crit path max-delay cell type: sky130_fd_sc_hd__a221oi_1
Power, Total: 0.0001293 W
Vias per cell: 6.237
Post-CTS Hold Fix Bufs: 0
Highest routed layer: met4
Leakage power total: 1.887 nW
Yosys top cell by instances: sky130_fd_sc_hd__nand2_1
All-Layer GR Usage: 32.73%
WP data required: 21.04 ns
Longest individual stage delay on the worst path: 0.70 ns
Max-capacitance violation count: 0
Post-synthesis chip area from yosys: 0.003719 sq mm
Antenna violations before repair: 0
Ratio of cells with drive above 1 in the final layout: 5.414%
Worst endpoint data arrival time: 10.41 ns
Proportion of netlist area held by the largest area contributor: 10.77%
Post-synthesis instance area: 0.003719 sq mm
RSZ-0062 raised after global routing: no
Post-CTS setup buffer count: 0
==> metal layers <==
metal  up-vias  global-route usage [%]
li1       2258                       -
met1      2067                   52.63
met2       199                   49.72
met3        10                   1.325
met4         0                   3.812
met5         -                       0
==> final timing paths <==
kind,end,cells past startpoint
worst max-delay path,Y[31],15
worst min-delay path,Y[3],4
==> kinds of logic (layout without fill, tap and decap cells) <==
group	count (synthesis)	after routing
AOI/OAI and AO/OA	230	230
and+or+nand+nor	168	168
adders and majority gates	33	33
muxes	12	12
buffers and inverters	65	132
xor gates and xnor gates	53	53
==> area by class of cell <==
cell class | instances | area [sq um] | share of cell area (%)
inverters | 25 | 93.84 | 1.989
multi-input cells | 496 | 3450 | 73.11
well taps | 99 | 123.9 | 2.625
repair buffers | 107 | 1051 | 22.28
==> stage by stage <==
step	hold WS, ns	util [%]
detailed placement	11.45	65.40
CTS	11.45	65.40
global route	11.49	65.40
finish	11.44	65.40
floorplan	10.58	-
global placement	11.45	65.40
==> layout by cell type, fill, tap and decap left out, types with 9 or more instances in the layout <==
cell	n
sky130_fd_sc_hd__mux2i_1	9
sky130_fd_sc_hd__o21a_1	11
sky130_fd_sc_hd__xor2_1	13
sky130_fd_sc_hd__nand2_1	73
sky130_fd_sc_hd__xnor2_1	39
sky130_fd_sc_hd__o21ai_0	45
sky130_fd_sc_hd__inv_1	25
sky130_fd_sc_hd__clkdlybuf4s50_1	99
sky130_fd_sc_hd__a22oi_1	11
sky130_fd_sc_hd__a221oi_1	27
sky130_fd_sc_hd__nor2_1	25
sky130_fd_sc_hd__ha_1	32
sky130_fd_sc_hd__a21o_1	24
sky130_fd_sc_hd__a21oi_1	61
==> worst max-delay path: cells and delay by family <==
kind                     cells  cell delay (ns)
adder cells (fa/ha/maj)      1             0.32
AND/OR/NAND/NOR              1             0.49
AND-OR/OR-AND                9             2.91
buffers and inverters        4             1.42
==> power by group <==
part | leakage [nW] | internal [W] | switching, W
logic | 1.89 | 0.0000649 | 0.0000645
registers | 0 | 0 | 0
clock network | 0 | 0 | 0
total | 1.89 | 0.0000649 | 0.0000645
Power and IR drop assume default switching activity.
