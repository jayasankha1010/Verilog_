$ cat design/flow/run.sh
#!/bin/bash
# OpenROAD 26Q1-2900-gdf79404cd8, Yosys 0.63+post, stock flow scripts
make -C /OpenROAD-flow-scripts/flow DESIGN_CONFIG=/design/flow/config.mk WORK_HOME=/design/flow/orfs finish
$ cat design/flow/config.mk
export PLATFORM = sky130hd
export DESIGN_NAME = RAM128x32
export DESIGN_NICKNAME = RAM128x32
export VERILOG_FILES = /design/flow/design.v
export SDC_FILE = /design/flow/constraint.sdc
export NUM_CORES = 4
export LEC_CHECK = 1
export CORE_UTILIZATION = 40
export SYNTH_HDL_FRONTEND = slang
$ cat design/flow/design.v
module RAM128x32 
#(
  parameter Data_width = 32,   
            Addr_width = 7   
  )
  (   
    input wire clk,
    input wire we,
    input wire [(Addr_width-1):0] address, 
    input wire [(Data_width-1):0] d,
    output wire [(Data_width-1):0] q
  );
	reg [Data_width-1:0] ram [2**Addr_width-1:0];  
	reg [Data_width-1:0] data_reg;  
assign q = data_reg;
initial $readmemh("initialRAM",ram);
always @(posedge clk)
begin
	if (we)
		ram[address] <= d;
	data_reg <= ram[address];
end
endmodule
$ cat design/flow/constraint.sdc
current_design RAM128x32

set clk_period 55.4
set clk_io_pct 0.2

create_clock -name clk0 -period $clk_period [get_ports {clk}]

set non_clock_inputs [all_inputs -no_clocks]
set_input_delay [expr $clk_period * $clk_io_pct] -clock clk0 $non_clock_inputs
set_output_delay [expr $clk_period * $clk_io_pct] -clock clk0 [all_outputs]
==> run summary <==
This memo summarizes the results of the implementation run.

Status
The flow ran to the end, but the final reports show violations. The final reports fail on max-capacitance violations, max-slew violations.

CTS
The clock slew seen by the registers of the worst setup and hold paths is 60 ps. The post-cts sizing count is 0. TritonCTS created 419 clock buffers. The clock root buffer master is clkbuf_16. Once the clock tree was built, the setup fixing pass inserted 0 buffers.

The maximum root-to-sink buffer count is 4. The clock tree from TritonCTS is yes. Counting every sink on the clock net gives 4128. The number of levels in the clock H-tree is 5. Per the skew report, the later register of the worst-skew pair sees a clock latency of 1010 ps. For this design, the CTS-stage hold fixing added 0 buffers.

Worst setup path
The critical path class is in2reg. The critical path goes through buf_8 > and3b_4 > buf_4 > buf_4 > buf_4 > buf_4 > a222oi_1 > o2111ai_1 > o311a_1 > a2111o_1. Among all stages on the critical path, the largest delay is contributed by o311a_1. The longest individual stage delay on the worst path is 840 ps. The top fanout value on the critical path is 56. The startpoint of the worst register-to-register path is ram[7][6]$_DFFE_PP_.

The most critical setup path has its startpoint at address[0]. The data arrival time at the worst-slack endpoint is 16560 ps. Per STA, the library cell used most along the worst path is buf_4. The required time of the critical path is 56330 ps. The launching element type of the critical path is an input pin.

The worst setup path is captured at a register.

STA
The count of endpoints failing setup in the final report is 0. The worst-case max-slew headroom was logged as -0.0598. The clock arrives with 55.0 ps of skew.

Summed over all failing endpoints, the final setup total negative slack is 0 ps. Counting endpoints that fail hold in the final report gives 0. The shortest clock period the worst path allows after layout is 15640 ps. Of the available clock period, the critical path in the final layout requires 0.282. Static timing analysis puts the maximum clock frequency at 0.0640 GHz. The slew at the pin closest to its max-slew limit is 1590 ps. Setup repair after global routing left no endpoint under its margin. The final timing report lists a max-slew violation count of 2.

Placement
Note, the detailed placer reported a final HPWL of 340000 um. The number of I/O port buffers is 72. At the end of routability-driven placement, the weighted congestion stood at 0.997. Once placement finished, the instance area stood at 167000 um^2.

Yosys
The summed standard-cell area reported by yosys is 157000 um^2. The total number of yosys warnings is 0. The synthesis stat section lists a flop and latch total of 4128. The post-synthesis cell count from yosys is 8954. The mean instance size in the synthesized netlist is 17.6 um^2. The count of unique library cells instantiated by Yosys is 76. Per the post-synthesis report, the number of cells in the design is 8954. The netlist area before placement is 157000 um^2.

The synthesis report gives the async set-or-reset register share as 0. Of the synthesized area, sequential elements account for 0.786. The count of flip-flops with a built-in enable after synthesis is 4096. For this run, the leading register cell type out of synthesis is edfxtp_1.

Global route
Entering global routing, the biggest net connects 98 pins. The residual overflow from global routing is 0. The first global-routing pass estimated 780000 um of wire. The initial antenna violation count is 58. The via count of the first global-routing pass is 98.6k.

Summed over all routing layers, the global router reports a total usage of 0.311.

Drt
The count of nets left with antenna violations once routing finished came out at 0. The number of design-rule violations left by the first detailed-router iteration is 7879. The via-per-instance ratio is 6.36. The routed wire length per instance is 38.2 um.

For this block, the routed nets add up to 568000 um of wire. Before antenna repair, the detailed router went through 8 iterations. The post-detailed-route DRC marker count is 0.

Detailed routing inserted a total of 94.5k vias.

Floorplan
The chip area is 396000 um^2. The horizontal extent of the die is 629 um. The starting density of the core is 0.403. The boundary pin count is 73. Measured along the y axis, the die boundary spans 629 um. The core region is 390000 um^2. The standard-cell row count is 229.

Finish
In the layout the commonest cells are edfxtp_1 (4096), a221oi_1 (847), buf_4 (532), a22oi_1 (468), a21oi_1 (425). Summing all flip-flop and latch instances after layout gives 124000 um^2. The area taken by multi-input combinational cells is reported as 31600 um^2. In this run the layout overhead on the synthesized area is reported as 14.5%. The count of fill cells added during filler insertion is 32.0k. Per the final layout report, the fraction of cells sized above drive strength 1 comes to 0.176.

The most common library cell in the layout ignoring fill and taps is edfxtp_1. The design area is 180000 um^2.

Hold path
The worst hold path belongs to the class reg2reg. For the worst min-delay path, the startpoint reported by OpenROAD is ram[62][10]$_DFFE_PP_.

Pwr
The leakage power summed over all cells is 55.3 nW. The overall power consumption is 6.63 mW. Looking at the VDD voltage map, the peak drop is 0.0336 mV. Dividing total power by cell area gives a power density of 36.8 nW/um^2.

Job
In this run the maximum-capacitance check reported violations numbering 1. The OpenROAD warning count is 27.
==> sequential cells by signal, summed over array words and instances, names as in the netlist <==
name and count:
ram 4096, q 32
==> routing by layer <==
metal,global-route usage,wire [um]
met3,0.306,126000
met5,0.110,5640
met1,0.311,162000
met4,0.144,34200
met2,0.413,241000
==> report_power, final <==
part           total [mW]  switching (mW)  internal, mW
combinational       0.417           0.313         0.104
clock                2.74            1.19          1.55
sequential           3.47          0.0196          3.45
total                6.63            1.52          5.11
==> critical path, delay by kind of cell <==
| family | cells | cell delay [ps] |
|---|---|---|
| and+or+nand+nor | 1 | 440 |
| AOI/OAI and AO/OA | 4 | 2080 |
| buffers and inverters | 5 | 2820 |
==> worst paths after layout <==
check / to / slack (ps) / cells past startpoint
min reg2reg: q[10]$_DFF_P_ / 760 / 5
min: q[10]$_DFF_P_ / 760 / 5
max: q[6]$_DFF_P_ / 39760 / 10
max reg2reg: q[6]$_DFF_P_ / 52210 / 6
==> area by class of cell <==
cell class,instances,share of cell area
flip-flops and latches,4128,0.687
multi-input cells,4092,0.176
clock buffers,519,0.0611
well taps,5197,0.0361
repair buffers,594,0.0267
clock inverters,243,0.0124
diodes,87,0.00121
inverters,7,0.000278
==> per-stage QoR <==
| step | setup slack (ps) | instances | hold slack [ps] | utilization |
|---|---|---|---|---|
| after CTS | 40030 | 14800 | 760 | 0.461 |
| after floorplan | 39380 | 8954 | 551 | - |
| after global placement | 37910 | 14000 | 774 | 0.427 |
| after detailed placement | 39000 | 14000 | 741 | 0.427 |
| final | 39760 | 14900 | 760 | 0.461 |
| after global routing | 39690 | 14800 | 795 | 0.461 |
==> cells by family after synthesis <==
logic type,synth area share
buf+inv,0.0202
flops,0.786
compound gates,0.128
mux,0.0381
simple gates,0.0273
==> cell usage after synthesis (14+ instances only) <==
cell / instances / area [um^2]
a22oi_1: 468 / 3510
mux4_2: 70 / 1580
o211ai_1: 17 / 128
nand2b_1: 22 / 138
mux2i_1: 127 / 1270
nor2_1: 290 / 1090
nand4_1: 14 / 87.6
o2bb2ai_1: 25 / 219
nand3_1: 27 / 135
o221ai_1: 49 / 429
buf_4: 26 / 195
a22o_1: 43 / 377
a21oi_1: 425 / 2130
o2111ai_1: 17 / 149
a31oi_1: 21 / 131
a211o_1: 19 / 166
nand3b_1: 31 / 233
nand2_1: 241 / 905
a221o_1: 64 / 641
nor3_1: 43 / 215
a222oi_1: 44 / 440
o22a_1: 31 / 272
o22ai_1: 170 / 1060
buf_2: 239 / 1200
a211oi_1: 43 / 323
mux2_2: 277 / 3120
o21ai_0: 324 / 1620
a221oi_1: 847 / 7420
nor2b_1: 108 / 676
clkbuf_1: 324 / 1220
or2_2: 16 / 100
dfxtp_1: 32 / 641
and3_1: 14 / 87.6
a21o_1: 15 / 113
buf_1: 135 / 507
edfxtp_1: 4096 / 123000
Power and IR drop assume default switching activity.
